==> /design/flow/design.v <==
module FIFO #(
    parameter DATA_WIDTH = 8,            
    parameter FIFO_DEPTH = 16            
)(
    input  wire CLK,                     
    input  wire RST_N,                   
    input  wire WR_EN,                   
    input  wire RD_EN,                   
    input  wire [DATA_WIDTH-1:0] DIN,    
    output reg  [DATA_WIDTH-1:0] DOUT,   
    output reg  FULL,                    
    output reg  EMPTY,                   
    output reg  [1:0] ERROR_FLAGS        
);
    reg [DATA_WIDTH-1:0] mem [FIFO_DEPTH-1:0];   
    reg [$clog2(FIFO_DEPTH):0] write_ptr;    
    reg [$clog2(FIFO_DEPTH):0] read_ptr;     
    reg [$clog2(FIFO_DEPTH):0] fifo_count;   
    always @(*) begin
        if (!RST_N) begin
            FULL = 1'b0;
        end else begin
            FULL = (fifo_count == FIFO_DEPTH);
        end
    end
    always @(*) begin
        if (!RST_N) begin
            EMPTY = 1'b1;
        end else begin
            EMPTY = (fifo_count == 0);
        end
    end
    always @(posedge CLK or negedge RST_N) begin
        if (!RST_N) begin
            write_ptr <= 1'b0;
        end else if (WR_EN && !FULL && !RD_EN) begin
            mem[write_ptr] <= DIN;
            write_ptr <= (write_ptr == FIFO_DEPTH-1) ? 0 : (write_ptr + 1);
        end
    end
    always @(posedge CLK or negedge RST_N) begin
        if (!RST_N) begin
            read_ptr <= 1'b0;
            DOUT <= 0;
        end else if (RD_EN && !EMPTY && !WR_EN) begin
            DOUT <= mem[read_ptr];
            read_ptr <= (read_ptr == FIFO_DEPTH-1) ? 0 : (read_ptr + 1);
        end else if (EMPTY) begin
          	DOUT <= 0;
        end
    end
    always @(posedge CLK or negedge RST_N) begin
        if (!RST_N) begin
            fifo_count <= 0;
        end else begin
            case ({WR_EN, RD_EN})
                2'b10: if (!FULL) fifo_count <= fifo_count + 1;      
                2'b01: if (!EMPTY) fifo_count <= fifo_count - 1;     
                default: ;                                           
            endcase
        end
    end
    always @(posedge CLK or negedge RST_N) begin
        if (!RST_N) begin
            ERROR_FLAGS <= 2'b00;
        end else begin
            ERROR_FLAGS[1] <= WR_EN && FULL && !RD_EN;               
            ERROR_FLAGS[0] <= RD_EN && EMPTY && !WR_EN;              
        end
    end
endmodule
module MULTI_FIFOS #(
    parameter DATA_WIDTH = 8,                        
    parameter FIFO_DEPTH = 16,                       
    parameter NUM_FIFOS = 4                          
)(
    input  wire CLK,
    input  wire RST_N,
    input  wire [NUM_FIFOS-1:0] WR_EN,                
    input  wire [NUM_FIFOS-1:0] RD_EN,                
    input  wire [NUM_FIFOS*DATA_WIDTH-1:0] DIN,       
    output wire [NUM_FIFOS*DATA_WIDTH-1:0] DOUT,     
    output wire [NUM_FIFOS-1:0] FULL,                
    output wire [NUM_FIFOS-1:0] EMPTY                
);
    genvar i;
    generate
        for (i=0; i<NUM_FIFOS; i=i+1) begin : fifo_instances
            FIFO #(
                .DATA_WIDTH(DATA_WIDTH),
                .FIFO_DEPTH(FIFO_DEPTH)
            ) fifo_inst (
                .CLK(CLK),
                .RST_N(RST_N),
                .WR_EN(WR_EN[i]),
                .RD_EN(RD_EN[i]),
                .DIN(DIN[(i + 1) * DATA_WIDTH - 1:i * DATA_WIDTH]),
                .DOUT(DOUT[(i + 1) * DATA_WIDTH - 1:i * DATA_WIDTH]),
                .FULL(FULL[i]),
                .EMPTY(EMPTY[i])
            );
        end
    endgenerate
endmodule
==> /design/flow/run.sh <==
#!/bin/bash
# OpenROAD 26Q1-2900-gdf79404cd8, Yosys 0.63+post, stock flow scripts
make -C /OpenROAD-flow-scripts/flow DESIGN_CONFIG=/design/flow/config.mk WORK_HOME=/design/flow/orfs finish
==> /design/flow/config.mk <==
export PLATFORM = sky130hd
export DESIGN_NAME = MULTI_FIFOS
export DESIGN_NICKNAME = MULTI_FIFOS
export VERILOG_FILES = /design/flow/design.v
export SDC_FILE = /design/flow/constraint.sdc
export NUM_CORES = 4
export LEC_CHECK = 1
export CORE_UTILIZATION = 30
export SYNTH_HDL_FRONTEND = slang
==> /design/flow/constraint.sdc <==
current_design MULTI_FIFOS

set clk_period 3.3
set clk_io_pct 0.2

create_clock -name clk0 -period $clk_period [get_ports {CLK}]

set non_clock_inputs [all_inputs -no_clocks]
set_input_delay [expr $clk_period * $clk_io_pct] -clock clk0 $non_clock_inputs
set_output_delay [expr $clk_period * $clk_io_pct] -clock clk0 [all_outputs]
==> flow_metrics.py <==
# Auto-generated metrics
metrics = {
    "clock_tree": {
        "root_buffer": "clkbuf_16",
        "cts_sinks": 604,
        "cts_buffer_depth": 3,
        "cts_inserted_buffers": 60,
        "path_clk_slew_ps": 60,
        "hold_buffers": 1,
        "cts_tree": "yes",
        "clock_latency_ps": 600,
        "cts_resized": 0,
        "cts_max_level": 2,
        "post_cts_buffers": 0,
    },
    "run": {
        "maxCapViolCount": 0,
        "warnings": 41,
    },
    "yosys": {
        "syn_inst": 1320,
        "ys_cells": 1320,
        "ys_area_um2": 24620,
        "synth_cell_types": 57,
        "async_reset_ff_share_pct": 15.23,
        "ys_warn_count": 0,
        "top_area_share_pct": 62.45,
        "flop_cell": "edfxtp_1",
        "synthesis.area_um2": 24620,
        "synth-edff-count": 512,
        "ys_seq_share_pct": 71.80,
        "top_area_cell": "edfxtp_1",
        "yosys_register_bits": 604,
        "syn_area_per_cell_um2": 18.65,
        "topCellsByArea": "edfxtp_1 62%, mux4_2 11%, dfrtp_1 9.4%",
    },
    "hold_path": {
        "min-delay-path-class": "primary input to async pin",
    },
    "power": {
        "power.internal_mw": 15.71,
        "power_frac_seq_pct": 44.2,
        "p_per_area_nw_per_um2": 737.2,
        "combPwrFrac_pct": 22.5,
        "switchingPower_mw": 5.832,
        "clkPwrFrac_pct": 33.3,
        "vdd_drop_max_mv": 0.3733,
        "power_leakage_nw": 9.918,
        "switching_share_pct": 27.07,
    },
    "placed_design": {
        "dp.cells": 2475,
        "pre_cts_ws_ps": 393.5,
        "gp_congestion": 0.8401,
        "portBuffers": 81,
        "hpwl_um": 30850,
    },
    "floorplan": {
        "core_um2": 80810,
        "fp_util_pct": 30.47,
        "dieArea_um2": 83210,
        "die_y_um": 288.5,
        "rows": 104,
        "io_pins": 82,
        "fp.dieW_um": 288.5,
    },
    "final_layout": {
        "final_common_cell": "edfxtp_1",
        "regArea_um2": 17680,
        "drive_above_1_share_pct": 22.81,
        "finish.utilization_pct": 36.17,
        "stdcell_count": 2590,
        "fillers": 7251,
        "logic_area_um2": 6506,
        "area_growth_pct": 18.72,
        "lay_top_cells": "512 x edfxtp_1, 118 x mux4_2, 88 x nor2_1, 88 x dfrtp_1, 80 x clkdlybuf4s50_1",
    },
    "final_timing": {
        "slew_violations": 0,
        "fin_ws_ps": 342.2,
        "fmax_mhz": 338.1,
        "finClkSkew_ps": 13.41,
        "min_period_over_period_pct": 89.63,
        "worst_slew_pin_slew_ps": 888.7,
        "fin_setup_tns_ps": 0,
        "layout_min_cycle_time_ps": 2958,
        "setup_viol": 0,
        "slew_headroom_pct": 40.76,
        "hold_viol_final": 0,
        "grt_setup_unrepaired": "false",
    },
    "drt": {
        "first_pass_iters": 25,
        "viasPerCell": 4.761,
        "n_antenna_cell": 0,
        "wl_per_cell_um": 18.75,
        "antenna_left": 0,
        "drt_iter0_markers": 668,
        "post-route-drc-count": 0,
        "dr_total_vias": 12331,
        "drt-total-wl_um": 48570,
    },
    "setup_path": {
        "arrival_ps": 2300,
        "r2r_end": "fifo_instances[1].fifo_inst.mem[12][2]",
        "required_ps": 2640,
        "slowest_stage": "or4_1",
        "crit_fanout": 5,
        "path_cells": "or4_1 -> o21ai_1 -> clkdlybuf4s50_1",
        "endpoint_kind": "primary output",
        "start_kind": "register",
        "rr_startpoint": "fifo_instances[1].fifo_inst.fifo_count[1]",
        "max_stage_delay_ps": 560,
        "r2r_slack_ps": 720,
        "path_class": "register to primary output",
        "reg2regPathDepth": 6,
    },
    "global_route": {
        "track_usage_pct": 12.66,
        "grt_overflow_total": 0,
        "grt_max_degree": 42,
        "grt_pass1_vias": 13300,
        "grt_pass1_wl_um": 76000,
        "antenna_found_initial": 0,
    },
    "run_status": {
        "status": "complete, no violations",
    },
}
-- cells by family after synthesis --
family	after synthesis	synth area share, %
DFF	604	71.80
and+or+nand+nor	221	4.213
muxes	200	14.89
AOI/OAI and AO/OA	131	3.908
buffers and inverters	93	1.870
adders and majority gates	44	2.358
xor gates and xnor gates	27	0.9606
-- power groups by stage --
| stage | combinational [mW] | clock [mW] | sequential, mW |
|---|---|---|---|
| 5_1_grt | 5.35 | 7.63 | 9.64 |
| 6_report | 4.85 | 7.17 | 9.53 |
| 4_1_cts | 4.95 | 7.34 | 9.54 |
-- synthesized netlist by cell type (all sizes together) (17+ instances only) --
cell	n
nor2	89
o21ai	32
mux4	127
ha	40
clkbuf	17
mux2i	41
xnor2	21
a221o	22
mux2	32
buf	44
nand2	55
inv	32
dfrtp	92
a21oi	19
edfxtp	512
-- metrics by stage --
step | hold slack, ps | power (mW) | instance area, um2
after global placement | 473.6 | 14.54 | 27070
after floorplan | 364.4 | 13.08 | 24620
final | 198.4 | 21.55 | 29230
after global routing | 183.7 | 22.63 | 29230
after CTS | 174.0 | 21.83 | 29230
after detailed placement | 477.8 | 14.60 | 27070
-- worst max-delay path, delay by kind of cell (launching register included) --
kind	cells	cell delay, ps
and+or+nand+nor	1	560
buffers and inverters	1	510
DFF	1	420
AOI/OAI and AO/OA	1	210
-- cell type report --
type	instances	share of cell area [%]
clock buffers	73	5.655
clock inverters	41	1.652
inverters	32	0.4110
multi-input cells	623	22.26
flip-flops and latches	604	60.50
well taps	1060	4.538
repair buffers	157	4.987
-- layer usage --
| metal | global-route usage [%] | vias up | routed length [um] |
|---|---|---|---|
| li1 | - | 5605 | - |
| met1 | 16.37 | 6162 | 18750 |
| met2 | 19.61 | 498 | 23450 |
| met3 | 7.113 | 66 | 5480 |
| met4 | 2.077 | 0 | 882 |
| met5 | 0.1136 | - | 0 |
-- flip-flops by register name (all words and copies together) (netlist names) --
register,cells
fifo_instances.fifo_inst.write_ptr,20
fifo_instances.fifo_inst.DOUT,32
fifo_instances.fifo_inst.mem,512
fifo_instances.fifo_inst.fifo_count,20
fifo_instances.fifo_inst.read_ptr,20
-- worst max-delay path by stage --
stage / slack (ps) / start / cells after the start / end
CTS: 280 / fifo_instances[3].fifo_inst.fifo_count[1] / 3 / EMPTY[3]
global route: 210 / fifo_instances[3].fifo_inst.fifo_count[1] / 3 / EMPTY[3]
finish: 340 / fifo_instances[3].fifo_inst.fifo_count[1] / 3 / EMPTY[3]
Power is estimated from default activity; no workload was simulated.
